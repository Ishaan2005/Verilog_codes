===== /design/flow/config.mk =====
export PLATFORM = sky130hd
export DESIGN_NAME = lpw
export DESIGN_NICKNAME = lpw
export VERILOG_FILES = /design/flow/design.v
export SDC_FILE = /design/flow/constraint.sdc
export NUM_CORES = 4
export LEC_CHECK = 1
export CORE_AREA = 10 10 70 70
export DIE_AREA = 0 0 80 80

===== /design/flow/constraint.sdc =====
current_design lpw

set clk_period 4.1
set clk_io_pct 0.2

create_clock -name clk0 -period $clk_period

set non_clock_inputs [all_inputs -no_clocks]
set_input_delay [expr $clk_period * $clk_io_pct] -clock clk0 $non_clock_inputs
set_output_delay [expr $clk_period * $clk_io_pct] -clock clk0 [all_outputs]

===== /design/flow/design.v =====
module lpw(input[2:0]in,input[3:0]a,input[3:0]b,output reg[4:0]out);
always@(*)begin
case(in)
3'b000: out = a&b;
3'b001: out = a|b;
3'b010: out = a^b;
3'b011: out = a + b;
3'b100: out = a - b;
3'b101: out = a << 1;
3'b110: out = a >> 1;
3'b111: out = ~b;
default: out = 5'b0;
endcase
end
endmodule

===== /design/flow/run.sh =====
#!/bin/bash
# OpenROAD 26Q1-2900-gdf79404cd8, Yosys 0.63+post, stock flow scripts
make -C /OpenROAD-flow-scripts/flow DESIGN_CONFIG=/design/flow/config.mk WORK_HOME=/design/flow/orfs finish

==> out/metrics.cfg <==
[synthesis]
ys_seq_share=0
yosysCellCount=85
synthTopLogicFamily=adder cells
synth-adder-area-share=0.277
synthDistinctLibCells=35
yosys_warnings=1
ys_sh_xor=0.0398
simple_gate_share=0.184
ys_sh_mux=0.153
aoi_share=0.223
netlist_area_sq_um=661
synth_area_per_cell_sq_um=7.77
synthCells=85
yosysChipArea_sq_um=661

[setup_path]
crit_slowest_cell=clkdlybuf4s50_1
worstSetupPathType=input port to primary output
max_stage_delay_ns=0.40
worstSetupEndpointType=primary output
crit_path_max_fanout=2
crit_family=buffers and inverters
cp_cell_sequence=dlygate4sd2_1 > nor3b_4 > mux2_4 > inv_1 > ha_1 > nor2b_1 > o21a_1 > or3_1 > a31o_1 > clkdlybuf4s50_1
arrival_ns=3.15
start_kind=input port
worst-path-buf-inv=3
cp.required_ns=3.28

[route]
wl_per_cell_um=11.0
drc=0
antenna_cells=0
num_vias=638
ant_nets=0
wl_mm=1.67
via_per_inst=4.20
drt_iter0_markers=32
drtPass1Iterations=4

[hold_path]
hold_start=in[2]
worst_hold_path.endpoint=out[1]
min_path_cells=4
hold_path.class=input port to primary output

[finish]
layout_top_cells=ha_1 (13), inv_1 (11), buf_4 (10)
area_growth_pct=38.8
clock_buffers=0
fin_cells=152
mostFrequentLayoutCell=ha_1
drive_above_1_share=0.170
seq_cells=0
combGateArea_sq_um=592
flop_area_sq_um=0
nFillCells=367

[timing]
maxSlewHeadroom=0.813
hold_violations=0
fin_crit_ns=3.97
period_used_share=0.968
tightestPinTransition_ns=0.277
fmax_mhz=252
setup_viol_count_final=0
setup-tns-final_ns=0
slew_violations=0
rsz0062_at_grt=no

[placed_design]
place_hpwl_mm=1.47
place_congestion=0.849
placed_cells_incl_taps=152
io_buffers=16

[pwr]
peakVddDrop_uv=31.0
powerDensity_nw_per_um2=115
p_leak_nw=0.425

[clock_network]
ctsHoldBuffers=0
post_cts_buffers=0

[global_route]
grt_pass1_vias=601
grt_max_degree=19
grt_overflow=0
grtUsageTotal=0.0511
antenna_found_initial=0
grt_pass1_wl_mm=2.77

[run_status]
outcome=finished clean

[floorplanning]
core_sq_um=3420
fp_util=0.193
rows=21
dieWidth_um=80
io_pins=16
die_h_um=80
die_area_sq_um=6400

[flow_run]
warnings=37
max-cap-violations=0

==> timing repair <==
item                       CTS  global route
resized                     11             1
setup endpoints to repair    4             1
pin swaps                    3             1
==> routing by layer <==
metal / share of wire / track usage / vias to the layer above
met5: 0 / 0 / -
met4: 0 / 0 / 0
met3: 0.022 / 0.00455 / 0
met2: 0.54 / 0.0963 / 5
met1: 0.44 / 0.0644 / 287
li1: - / - / 346
==> worst min-delay path, stage by stage <==
cell           delay, ns
dlygate4sd2_1       0.25
buf_4               0.22
mux2i_1             0.09
dlygate4sd2_1       0.23
==> stage by stage <==
stage,hold WS (ns),util,worst slack (ns),power [mW],instance area (sq um)
5_1_grt,2.46,0.268,0.0126,0.119,917
6_report,2.43,0.268,0.131,0.106,917
2_1_floorplan,1.76,-,0.694,0.0636,661
4_1_cts,2.45,0.268,0.0638,0.107,916
3_5_place_dp,2.84,0.267,-0.340,0.110,913
3_3_place_gp,2.84,0.267,-0.313,0.108,913
==> power by group <==
part	internal [mW]	total (mW)	switching, mW
sequential	0	0	0
clock	0	0	0
combinational	0.0594	0.106	0.0462
total	0.0594	0.106	0.0462
==> kinds of logic (layout without fill, tap and decap cells) <==
kind of cell,after synthesis,in the layout
AND-OR/OR-AND,23,23
AND/OR/NAND/NOR,22,22
buffers and inverters,16,37
adder cells (fa/ha/maj),14,14
multiplexers,7,7
XOR/XNOR,3,3
==> area by class of cell <==
type	count	share of cell area
repair buffers	26	0.247
well taps	46	0.0628
multi-input cells	69	0.645
inverters	11	0.0450
==> cell usage after synthesis (all sizes together) (2+ instances only) <==
master  instances  area (sq um)
a21oi           5          25.0
nor3b           2          20.0
a31oi           2          12.5
nand2b          4          25.0
mux4            2          45.0
mux2            2          26.3
xnor2           2          17.5
ha             13           163
mux2i           3          30.0
nor2b           3          18.8
buf             5          40.0
a31o            2          17.5
nand2           2          7.51
o211ai          2          15.0
o21ai           7          38.8
nor2            7          26.3
inv            11          41.3
==> how the worst max path moves through the flow <==
| stage | from | endpoint | slack (ns) | depth (start not counted) |
|---|---|---|---|---|
| final | in[1] | out[3] | 0.13 | 10 |
| after global routing | in[1] | out[3] | 0.01 | 10 |
| after CTS | in[1] | out[3] | 0.06 | 10 |
No activity file was given, so power comes from the tool's default toggle rates.
